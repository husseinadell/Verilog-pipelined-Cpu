File: design/flow/design.v
`timescale 1ns / 1ps
module PCadder(
    input [31:0] in1,
    input [31:0] in2,
    output reg[31:0] out
    );
	always @ (in1 or in2)
		begin
			out<=in1+in2;
		end
endmodule
File: design/flow/run.sh
#!/bin/bash
# OpenROAD 26Q1-2900-gdf79404cd8, Yosys 0.63+post, stock flow scripts
make -C /OpenROAD-flow-scripts/flow DESIGN_CONFIG=/design/flow/config.mk WORK_HOME=/design/flow/orfs finish
File: design/flow/config.mk
export PLATFORM = sky130hd
export DESIGN_NAME = PCadder
export DESIGN_NICKNAME = PCadder
export VERILOG_FILES = /design/flow/design.v
export SDC_FILE = /design/flow/constraint.sdc
export NUM_CORES = 4
export LEC_CHECK = 1
export CORE_AREA = 10 10 107 107
export DIE_AREA = 0 0 117 117
File: design/flow/constraint.sdc
current_design PCadder

set clk_period 24.1
set clk_io_pct 0.2

create_clock -name clk0 -period $clk_period

set non_clock_inputs [all_inputs -no_clocks]
set_input_delay [expr $clk_period * $clk_io_pct] -clock clk0 $non_clock_inputs
set_output_delay [expr $clk_period * $clk_io_pct] -clock clk0 [all_outputs]
==> impl_metrics.toml <==
# implementation run metrics
[clocking]
post-cts-setup-buffers = 0
hold_buffers = 0
post_cts_resized = 0

[logic_synthesis]
ys_area_um2 = 1740
yosys_cells = 241
yosys_warnings = 1
top_cells_by_area = "ha_1 (22%), a21oi_1 (8.3%), a21o_1 (8.2%)"
syn-instance-count = 241
ys_seq_share_pct = 0
synth_dominant_cell_count = "ha_1"
ys_types = 50
synth.avg_cell_area_um2 = 7.24
yosys.area.top_type_share_pct = 22.2
netlist_area_um2 = 1740
synth_area_leader_cell = "ha_1"
common_cells = "ha_1 (31), a21oi_1 (29), a21o_1 (19)"

[timing]
fin_setup_tns_ps = 0
rsz0062_at_grt = "false"
fin_crit_sh_pct = 52.5
slew_viol_final = 0
timing.final.hold_violations = 0
fmax_mhz = 79.1
holdWs_ps = 10670
min_period_ps = 12640
worst_slew_pin_slew_ps = 557
finalSetupViolations = 0
slew_headroom_pct = 61.9

[global_route]
grt_use_total_pct = 8.88
overflow = 0
grt_pass1_vias = 2099
grt_pass1_wl_um = 10100
grt_max_degree = 11
antenna_found_initial = 0

[setup_path]
startpoint_type = "input pin"
endpoint_kind = "output port"
slowest_stage = "clkdlybuf4s50_1"
crit_arrival_ps = 7820
crit_type = "input pin to output port"
cp_common_cell = "clkdlybuf4s50_1"
slowest_delay_ps = 500
worstPathMaxFanout = 4
crit_chain = "clkdlybuf4s50_1 > ha_1 > fa_1 > a21o_1 > a31o_2 > nand3_1 > o221ai_1 > a311oi_1 > o21bai_1 > xor2_1 > clkdlybuf4s50_1"
required_ps = 19280

[cells_and_area]
clkbuf_count = 0
num-fill-cells = 993
utilization_pct = 30.4
fin_cells = 437
syn2layout_area_growth_pct = 60.5
regArea_um2 = 0
drive_above_1_share_pct = 3.07
flop-count = 0

[outcome]
status = "complete, no violations"

[power_and_ir_drop]
p_leak_nw = 1.18
finalPower_uw = 81.5
vdd_drop_max_uv = 14.6
powerDensity_nw_per_um2 = 29.1

[placement]
port_buffers = 96
dpl.cell_count = 437
gp_congestion = 0.828
dp_hpwl_um = 5590

[routing]
drt_iter0_drc = 81
drc_errors = 0
vias_per_cell = 4.86
diodes = 0
dr.pass1.iters = 4
ant_nets = 0
wl_per_cell_um = 14.5
wl_um = 6350
vias = 2125

[floorplanning]
rows = 35
fp_util_pct = 19.0
die_height_um = 117
die-area_um2 = 13700
core_area_um2 = 9200
chipWidth_um = 117
boundaryPins = 96

[hold_path]
hold_class = "input pin to output port"

[run]
max-cap-violations = 0
warnings = 32
[logic make-up (layout without fill, tap and decap cells)]
family          count (synthesis)  in the layout  synth area share (%)
xor+xnor                       28             28                  14.1
mux                             2              2                  1.15
simple gates                   65             65                  18.3
compound gates                 97             97                  39.3
fa+ha+maj                      32             32                  23.4
buf+inv                        17            102                  3.80
[stage by stage]
stage,cell area (um2),worst slack [ps]
global placement,2800,11480
detailed placement,2800,11450
finish,2800,11460
global route,2800,11290
CTS,2800,11440
floorplan,1740,12630
[layout make-up]
type,instances,area (um2),area share [%]
Timing Repair Buffer,96,961,34.3
Multi-Input combinational cell,224,1680,59.9
Inverter,6,22.5,0.804
Tap cell,111,139,4.96
[layer usage]
metal  vias to the layer above  GRT usage [%]  wire length [um]
met5                         -              0                 0
met4                         0              0                 0
met3                         0           2.89               696
met2                        66           15.3              2860
met1                       961           11.2              2790
li1                       1098              -                 -
[critical path: cells and delay by family]
family	cells	cell delay, ps
adders and majority gates	2	640
buffers and inverters	2	910
xor gates and xnor gates	1	140
and+or+nand+nor	1	90
AOI/OAI and AO/OA	5	1220
[worst paths after layout]
path | start | end | cells after the start
setup / recovery | in1[0] | out[26] | 11
hold / removal | in2[0] | out[0] | 3
[power breakdown]
group	internal, mW	leakage (nW)	total, mW	switching (mW)
combinational	0.0484	1.18	0.0815	0.0331
clock	0	0	0	0
sequential	0	0	0	0
total	0.0484	1.18	0.0815	0.0331
[layout by cell type (no fill, tap or decap), types with 3 or more instances in the layout]
cell	n
clkdlybuf4s50_1	96
ha_1	31
a21oi_1	29
a21o_1	19
nand2_1	18
xor2_1	15
o21ai_0	13
xnor2_1	13
nor2_1	12
nand3_1	10
nand4_1	8
inv_1	6
o21bai_1	4
nor3_1	4
or2_2	3
a211oi_1	3
o211ai_1	3
a31oi_1	3
Power figures rest on the tool's default switching activity, not on a simulated workload.
