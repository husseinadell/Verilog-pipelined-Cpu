--- ./design.v ---
`timescale 1ns / 1ps
module ALU(
		input signed [31:0] in1,
		input signed [31:0] in2, 
		input [3:0] op, 
		input [4:0] shamt,
		output zero,
		output reg signed [31:0] result);
assign zero =((in1-in2)==1)?1:0;
	always @ (in1 or in2 or op)
		case(op)
		4'b0000: result = in1+in2;
		4'b0001: result = in1-in2;
		4'b0010: result = in1&in2;
		4'b0011: result = in1|in2;
		4'b0100: result = in1<<shamt;
		4'b0101: result = in1>>shamt;
		4'b0110: result = in1>>>shamt;
		4'b0111: result = ~(in1|in2);
		4'b1000: result = (in2>in1)?1:0;
		endcase
endmodule 
--- ./run.sh ---
#!/bin/bash
# OpenROAD 26Q1-2900-gdf79404cd8, Yosys 0.63+post, stock flow scripts
make -C /OpenROAD-flow-scripts/flow DESIGN_CONFIG=/design/flow/config.mk WORK_HOME=/design/flow/orfs finish
--- ./config.mk ---
export PLATFORM = sky130hd
export DESIGN_NAME = ALU
export DESIGN_NICKNAME = ALU
export VERILOG_FILES = /design/flow/design.v
export SDC_FILE = /design/flow/constraint.sdc
export NUM_CORES = 4
export LEC_CHECK = 1
export CORE_UTILIZATION = 40
--- ./constraint.sdc ---
current_design ALU

set clk_period 19.7
set clk_io_pct 0.2

create_clock -name clk0 -period $clk_period

set non_clock_inputs [all_inputs -no_clocks]
set_input_delay [expr $clk_period * $clk_io_pct] -clock clk0 $non_clock_inputs
set_output_delay [expr $clk_period * $clk_io_pct] -clock clk0 [all_outputs]
==> impl_metrics.ini <==
; implementation run metrics
[cells_and_area]
lay_top_count = nor2_1
finalInstanceArea_um2 = 10900
largest_reg_flops = 32
syn_to_final_growth_pct = 13.4
final_layout_size_suffix_gt1_share_pct = 8.77
final_cell_mix = 174 x nor2_1, 116 x a21oi_1, 102 x clkdlybuf4s50_1
fill_cells = 2458

[die]
die-height_um = 157
dieWidth_um = 157
die_area_um2 = 24700
fp_util_pct = 41.0
row_count = 56
num_io_pins = 106
core_um2 = 23500

[power_and_ir_drop]
power.density_nw_per_um2 = 31.2
p_leak_nw = 4.53
peakVddDrop_mv = 0.0134

[place]
portBuffers = 106
dpl_cell_area_um2 = 10900
routabilityCongestion = 1.05
dp_hpwl_mm = 34.8

[yosys]
ys_sh_xor_pct = 2.36
synth-simple-area-share_pct = 21.7
aoi_share_pct = 33.0
synth-edff-count = 0
synthAdderAreaFrac_pct = 12.9
yosysChipArea_um2 = 9640
yosysWarnings = 1
muxShareOfSynthArea_pct = 17.2
synth-seq-cells = 32
synth-async-reset-ratio_pct = 0
top_logic_kind = AND-OR/OR-AND gates
avgSynthCellArea_um2 = 7.04
synth-main-ff-cell = dlxtn_1
synthCells = 1369
synthesis.area_um2 = 9640
synth_cell_types = 82
ys_cells = 1369

[timing]
rsz0062_at_grt = no
relSlewSlack_pct = 45.0
unclocked_pins = 32
maxSlewViolCount = 0
setup-violations-final = 0
untimed_endpoints = 64
period_used_pct = 63.6
final.setup.tns_ns = 0
fmax_ghz = 0.0799
worst_slew_pin_slew_ns = 0.818
fin_crit_ns = 12.52
hold_viol = 0

[drt]
wl_mm = 44.1
vias = 11000
drcViolationCount = 0
drt.antenna.violating_nets = 0
wl_per_cell_um = 25.6
drt_iter0_drc = 1140
viasPerCell = 6.42
first_pass_iters = 5
insertedDiodeCount = 0

[worst_setup_path]
timing.critical_path.to_type = output pin
critPathArrivalTime_ns = 8.58
crit_chain = clkdlybuf4s50_1 -> inv_1 -> ha_1 -> nor2b_1 -> nor3_1 -> a2111oi_4 -> a211oi_4 -> o41ai_4 -> a211oi_2 -> or4_1 -> o2111a_1 -> nor4_2 -> clkdlybuf4s50_1
worstPathRequired_ns = 15.76
critPathMostFrequentCell = clkdlybuf4s50_1
max_stage_delay_ns = 0.68
crit_fanout = 11
cpLargestDelayFamily = AND-OR/OR-AND gates
critPathKind = primary input to output pin
crit_buf_inv = 3
startpoint_type = primary input
slowest_stage = clkdlybuf4s50_1

[clock_tree]
cts_hold_buf = 0
post_cts_resized = 0
postCtsSetupBuffers = 0

[grt]
grtUsageTotal_pct = 36.8
grt_first_pass_wirelength_mm = 65.3
grt_pass1_vias = 10200
grt_max_degree = 60
overflow = 0
antenna_found_initial = 0

[flow_run]
warnings = 96
cap_violations = 0

[worst_hold_path]
holdCritPathClass = primary input to output pin

[run_status]
status = finished clean
[per-layer routing]
layer / share of wire (%) / vias up / track usage, %
li1: - / 5173 / -
met1: 42 / 5253 / 51.6
met2: 45 / 559 / 57.9
met3: 9.6 / 63 / 7.99
met4: 3.1 / 0 / 9.25
met5: 0 / - / 0
[tightest hold or removal path: cells and delay by family]
family                   cells  cell delay, ns
buffers and inverters        3            0.90
AND/OR/NAND/NOR              2            0.17
adder cells (fa/ha/maj)      1            0.34
XOR/XNOR                     1            0.16
[report_power, final]
group	switching, mW	internal, mW
Sequential	0.00163	0.0110
Combinational	0.201	0.128
Clock	0	0
[kinds of logic after synthesis]
group / after synthesis
AOI/OAI and AO/OA: 465
xor gates and xnor gates: 26
adders and majority gates: 98
buffers and inverters: 198
latches: 32
muxes: 105
and+or+nand+nor: 445
[path summary, 6_finish.rpt]
| check | start | to | depth (start not counted) |
|---|---|---|---|
| min | in2[19] | zero | 7 |
| max | in1[6] | zero | 13 |
[final cells by class]
cell class	count	area, µm²	area share (%)
Multi-Input combinational cell	1139	8430	77.1
Timing Repair Buffer	136	1270	11.6
Sequential cell	32	480	4.39
Tap cell	319	399	3.65
Inverter	96	360	3.29
[cells in the mapped netlist (21+ instances only)]
cell	n	area, µm²
clkbuf_1	68	255
nor2b_1	23	144
dlxtn_1	32	480
inv_1	94	353
nand2_1	96	360
nor3_1	41	205
buf_1	21	78.8
a21oi_1	116	581
o21ai_0	85	425
nor2_1	175	657
mux4_2	48	1080
mux2i_1	50	500
ha_1	96	1200
o211ai_1	21	158
a211oi_1	32	240
[metrics by stage]
| step | total power, mW | hold WS [ns] | utilization [%] | std cells | setup slack (ns) |
|---|---|---|---|---|---|
| after global routing | 0.366 | 9.53 | 46.5 | 1722 | 6.88 |
| after detailed placement | 0.332 | 9.45 | 46.5 | 1722 | 7.18 |
| after floorplan | 0.215 | 8.38 | - | 1369 | 9.11 |
| after global placement | 0.335 | 9.44 | 46.5 | 1722 | 7.27 |
| final | 0.341 | 9.46 | 46.5 | 1722 | 7.18 |
| after CTS | 0.334 | 9.45 | 46.5 | 1722 | 7.17 |
Power is estimated from default activity; no workload was simulated.
