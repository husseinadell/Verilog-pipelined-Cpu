==> design.v <==
`timescale 1ns / 1ps
module RegisterFile(
    input CLK,
    input [4:0] read1,
    input [4:0] read2,
    input [31:0] writeData,
    input RegWrite,
	 input [4:0] write,
    output reg[31:0] register1,
    output reg[31:0] register2
    );
			reg [31:0] registers[1023:0];
			always @*
					begin
						register1 <= registers[read1];
						register2 <= registers[read2];
					end
			always @(posedge CLK)
					begin
						if(RegWrite)
							begin
								registers[write] <= writeData ;
							end	
					end
endmodule
==> run.sh <==
#!/bin/bash
# OpenROAD 26Q1-2900-gdf79404cd8, Yosys 0.63+post, stock flow scripts
make -C /OpenROAD-flow-scripts/flow DESIGN_CONFIG=/design/flow/config.mk WORK_HOME=/design/flow/orfs finish
==> config.mk <==
export PLATFORM = sky130hd
export DESIGN_NAME = RegisterFile
export DESIGN_NICKNAME = RegisterFile
export VERILOG_FILES = /design/flow/design.v
export SDC_FILE = /design/flow/constraint.sdc
export NUM_CORES = 4
export LEC_CHECK = 1
export CORE_UTILIZATION = 50
export SYNTH_MEMORY_MAX_BITS = 65536
==> constraint.sdc <==
current_design RegisterFile

set clk_period 5.1
set clk_io_pct 0.2

create_clock -name clk0 -period $clk_period [get_ports {CLK}]

set non_clock_inputs [all_inputs -no_clocks]
set_input_delay [expr $clk_period * $clk_io_pct] -clock clk0 $non_clock_inputs
set_output_delay [expr $clk_period * $clk_io_pct] -clock clk0 [all_outputs]
==> flow_metrics.env <==
# source this file to load flow results
export IMPL_die_height_um=314
export IMPL_synth_top_cell_area_share_pct=63.0
export IMPL_cts_tree="yes"
export IMPL_io_pins=113
export IMPL_p_leak_nw=20.7
export IMPL_hold_viol_final=0
export IMPL_synthTopCellsByCount="1024 x edfxtp_1, 1024 x mux2i_1, 195 x nand2_1, 194 x nand3_1"
export IMPL_grt_usage_pct=34.6
export IMPL_crit_top_cell="clkdlybuf4s50_1"
export IMPL_grt_pass1_vias=33100
export IMPL_yosys_area_top_type="edfxtp_1"
export IMPL_intPower_mw=14.5
export IMPL_crit_slowest_cell="clkdlybuf4s50_1"
export IMPL_dpl_hpwl_mm=90.0
export IMPL_largestRegisters="registers x1024"
export IMPL_drv_slew=0
export IMPL_seq_power_share_pct=49.7
export IMPL_fin_crit_ns=4.78
export IMPL_postRouteAntennaNets=0
export IMPL_viasPerCell=6.41
export IMPL_die_w_um=314
export IMPL_holdCritStartpoint="writeData[24]"
export IMPL_outcome="complete, no violations"
export IMPL_cts_clk_slew_worst_paths_ns=0.06
export IMPL_top_cells_by_area="edfxtp_1 63%, mux2i_1 21%, a22oi_1 3.0%, a22o_1 2.3%, nand3_1 2.0%"
export IMPL_drive_gt1_share_pct=11.0
export IMPL_fmax_ghz=0.209
export IMPL_tool_warnings=26
export IMPL_syn2layout_area_growth_pct=14.6
export IMPL_worstSetupPathType="input port to primary output"
export IMPL_largest_reg_flops=1024
export IMPL_worstSetupEndpointType="primary output"
export IMPL_async_reset_ff_share_pct=0
export IMPL_ctsHoldBuffers=0
export IMPL_wirelength_mm=155
export IMPL_critPathLaunchType="input port"
export IMPL_synth_cell_types=23
export IMPL_hp_class="input port to register"
export IMPL_setup_tns_ns=0
export IMPL_holdPathStages=2
export IMPL_yosys_warnings=1
export IMPL_dr_pass1_iters=5
export IMPL_grt_ovfl_total=0
export IMPL_synth_area_per_cell_um2=14.4
export IMPL_chipArea_um2=98800
export IMPL_finalInstanceArea_um2=55900
export IMPL_tightest_slew_ns=1.06
export IMPL_vias=31600
export IMPL_netlist_area_um2=48800
export IMPL_synth_flop_count=1024
export IMPL_synth_main_ff_cell="edfxtp_1"
export IMPL_grt_pass1_wl_mm=223
export IMPL_edf_count=1024
export IMPL_grt_start_max_net_pins=77
export IMPL_clock_sinks=1024
export IMPL_path_cells="clkdlybuf4s50_1, and2_4, buf_12, a22o_1, nor3_1, a31oi_1, nand3_1, clkdlybuf4s50_1"
export IMPL_switchingPower_mw=4.37
export IMPL_swShare_pct=23.1
export IMPL_worstHoldEndpoint="registers[15][24]"
export IMPL_combPwrFrac_pct=9.6
export IMPL_drt_iter0_markers=2437
export IMPL_power_mw=18.9
export IMPL_min_period_over_period_pct=93.7
export IMPL_synth_chip_area_um2=48800
export IMPL_cts_root_buf="clkbuf_16"
export IMPL_clockBufferDepth=3
export IMPL_grt_antenna_before_repair=9
export IMPL_row_count=114
export IMPL_clkPwrFrac_pct=40.6
export IMPL_synthCells=3386
export IMPL_numCtsBuffers=108
export IMPL_port_buffers=112
export IMPL_crit_arrival_ns=3.76
export IMPL_postSynthSeqShare_pct=63.0
export IMPL_regMostFlops="registers"
export IMPL_required_ns=4.08
export IMPL_post_route_util_pct=57.8
export IMPL_yosys_cells=3386
export IMPL_ctsResizeCount=0
export IMPL_wl_per_cell_um=31.6
export IMPL_htree_levels=3
export IMPL_setup_violations=0
export IMPL_ir_worst_vdd_uv=305
export IMPL_cap_violations=0
export IMPL_fp_util_pct=50.5
export IMPL_cts_setup_buffers=0
export IMPL_drc=0
export IMPL_rsz0062_at_grt="no"
export IMPL_crit_fanout=33
export IMPL_core_region_area_um2=96700
export IMPL_max_slew_margin_pct=29.0
export IMPL_place_congestion=0.901
export IMPL_cp_slowest_stage_delay_ns=0.63
export IMPL_p_per_area_nw_per_um2=338
export IMPL_place_area_um2=52500
## cell families (layout without fill, tap and decap cells)
kind of cell	Yosys count	count (layout)	share of synthesized area [%]
and+or+nand+nor	509	509	4.71
muxes	1024	1024	21.0
AOI/OAI and AO/OA	576	576	8.04
other	0	4	0
DFF	1024	1024	63.0
buffers and inverters	253	513	3.21
## layer usage
layer	share of wire, %	vias up	track usage, %
li1	-	13800	-
met1	34	15400	45.0
met2	44	2097	47.8
met3	18	326	25.7
met4	3.3	20	9.14
met5	0.20	-	2.32
## worst max-delay path: cells and delay by family
family                 cells  cell delay [ns]
AND-OR/OR-AND              2             0.47
buffers and inverters      3             1.42
AND/OR/NAND/NOR            3             0.84
## worst max-delay path by stage
stage | slack [ns] | end | start | cells past startpoint
CTS | 0.37 | register1[21] | read1[2] | 9
global route | 0.22 | register1[26] | read1[2] | 8
finish | 0.32 | register1[26] | read1[2] | 8
## power by group through the flow
stage | Combinational [mW] | Sequential, mW | Clock (mW)
6_report | 1.82 | 9.41 | 7.69
5_1_grt | 1.92 | 9.41 | 8.10
4_1_cts | 1.80 | 9.41 | 7.76
## cell usage in the layout, fill, tap and decap left out, types with 3 or more instances in the layout
cell,netlist,routed
mux2i_1,1024,1024
edfxtp_1,1024,1024
nand3_1,194,194
nand2_1,195,193
a22oi_1,192,192
a21oi_1,192,192
buf_4,47,145
a22o_1,128,128
clkbuf_16,0,111
clkdlybuf4s50_1,0,110
nor3_1,64,64
a31oi_1,64,64
buf_12,0,57
nor2_4,0,34
clkbuf_1,82,26
clkinv_1,0,26
clkinv_2,0,20
bufinv_16,0,10
nand3b_1,5,5
diode_2,0,4
nor2b_4,0,4
nand2b_2,0,4
or3b_2,3,3
inv_6,0,3
## cell type report
type,count,area [µm²]
sequential,1024,30700
antenna,4,10.0
multi-input combinational,2109,16800
fill,7184,40800
clock inverter,62,559
clock buffer,137,2880
timing repair buffer,314,3360
tap,1276,1600
## through the flow
step	instances	worst slack (ns)	hold WS, ns
final	4926	0.320	1.16
after global routing	4926	0.218	1.17
after CTS	4922	0.371	1.14
after detailed placement	4723	0.375	1.85
after global placement	4723	0.401	1.85
after floorplan	3386	1.65	1.12
Power is estimated from default activity; no workload was simulated.
